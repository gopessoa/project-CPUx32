--- ./run.sh ---
#!/bin/bash
# OpenROAD 26Q1-2900-gdf79404cd8, Yosys 0.63+post, stock flow scripts
make -C /OpenROAD-flow-scripts/flow DESIGN_CONFIG=/design/flow/config.mk WORK_HOME=/design/flow/orfs finish
--- ./config.mk ---
export PLATFORM = sky130hd
export DESIGN_NAME = mult
export DESIGN_NICKNAME = mult
export VERILOG_FILES = /design/flow/design.v
export SDC_FILE = /design/flow/constraint.sdc
export NUM_CORES = 4
export LEC_CHECK = 1
export CORE_UTILIZATION = 50
--- ./constraint.sdc ---
current_design mult

set clk_period 35.0
set clk_io_pct 0.2

create_clock -name clk0 -period $clk_period [get_ports {clock}]

set non_clock_inputs [all_inputs -no_clocks]
set_input_delay [expr $clk_period * $clk_io_pct] -clock clk0 $non_clock_inputs
set_output_delay [expr $clk_period * $clk_io_pct] -clock clk0 [all_outputs]
--- ./design.v ---
module mult (
    input [31:0] a,
    input [31:0] b,
    input clock,
    output [31:0] hi,
    output [31:0] low
);
    parameter bits = 32;
    parameter counter = bits/2;
    reg [2:0] test_case[counter-1:0];
    reg [32:0] collection_1[counter-1:0];
    reg [63:0] accumulator[counter-1:0];
    reg [63:0] product;
    wire [32:0] inv_a;
    integer i, j;
    assign inv_a = {~a[31], ~a}+1;
    always @(posedge clock) begin
      test_case[0] = {b[1], b[0], 1'b0};
      for(i=1; i<counter; i=i+1)
      test_case[i] = {b[2*i+1], b[2*i], b[2*i-1]};
      for(i=0; i<counter; i=i+1)
        begin
          case(test_case[i])
            3'b001 , 3'b010 : collection_1[i] = {a[31], a};
            3'b011 : collection_1[i] = {a, 1'b0};
            3'b100 : collection_1[i] = {inv_a[31:0], 1'b0};
            3'b101 , 3'b110 : collection_1[i] = inv_a;
            default : collection_1[i] = 0;
          endcase
          accumulator[i] = $signed (collection_1[i]);
          for(j=0; j<i; j=j+1)
          accumulator[i] = {accumulator[i], 2'b00};
        end
        product = accumulator[0];
        for (i=1; i<counter; i=i+1)
        product = product + accumulator[i];
    end
    assign hi = product[63:32];
    assign low = product[31:0];
endmodule
==> results_slide.txt <==
Synthesis and Place & Route Summary

Outcome
  – Run status: completed

Routing
  – Number of DRC markers in iteration 0: 6,898
  – # DRC: 0
  – Detailed Routing Iterations Pass 1: 14
  – Routed wire length: 223.5 mm
  – Antenna-violating nets left: 0
  – Vias after detailed routing: 43.97k
  – Via density per instance: 7.224
  – Routed WL per cell: 36.72 µm

Clocking
  – CTS tree: built
  – Total of hold buffers inserted after clock tree synthesis: 0
  – Post-CTS Setup Inserts: 0
  – Clock transition at the register clock pins on the worst setup and hold paths after CTS: 0.07 ns
  – CTS buffer count: 9
  – Number of buffers on the longest clock path: 2
  – Depth of the CTS H-tree: 3
  – Post_cts resized: 0
  – Clk sinks: 64
  – Root buffer selected by CTS: sky130_fd_sc_hd__clkbuf_16

Finish
  – Layout area overhead: 7.537%
  – Post-route cell area: 0.04054 mm²
  – Non-filler instance count after layout: 6,086
  – Number of flip-flops under the largest register name: 64
  – Layout cell share with drive strength beyond 1: 8.991%

Critical path
  – Stage delay of the slowest cell on the critical path: 0.86 ns
  – Critical path peak fanout: 21
  – Standard cell with the maximum stage delay on the critical path: sky130_fd_sc_hd__fa_1
  – Dominant cell type by count on the critical path: sky130_fd_sc_hd__fa_1
  – Crit end category: register
  – Crit Path Category: in2reg
  – Critical path data required time: 35.28 ns
  – Type of origin of the critical path: input pin
  – Worst path arrival time: 18.07 ns
  – Worst setup path startpoint: a[0]

Synthesis
  – Fraction of synthesis flops using an asynchronous set or reset pin: 0%
  – Combined area of all synthesized cells: 0.03770 mm²
  – Synth area leaders: sky130_fd_sc_hd__fa_1 27%, sky130_fd_sc_hd__nand2_1 6.9%, sky130_fd_sc_hd__o21ai_0 6.5%, sky130_fd_sc_hd__inv_1 5.5%, sky130_fd_sc_hd__xnor2_1 5.3%
  – Synthesized netlist cell count: 5,215
  – Cell total in the yosys stat output: 5,215
  – Synthesized area per cell: 7.230 µm²
  – Largest type area fraction: 27.45%
  – Synth warn: 4
  – Post-synth top area cell: sky130_fd_sc_hd__fa_1
  – Post-synth EDFFs: 0
  – Number of synthesized register bits: 64
  – Distinct cell type count after synthesis: 77
  – Main flop type: sky130_fd_sc_hd__dfxtp_1
  – Summed standard-cell area reported by yosys: 0.03770 mm²
  – Post-synth seq share: 3.398%

Timing
  – Slew @ Worst Pin: 1.436 ns
  – Minimum clock period after layout: 17.80 ns
  – Final Hold Viols: 0
  – Post-layout period usage: 50.84%
  – Final setup violating endpoints: 0
  – Setup repair after global routing missed its margin: false
  – Relative max-transition margin: 3.255%
  – Count of final max-slew check failures: 0
  – Highest clock frequency the design can meet: 56.20 MHz
  – Post-layout worst setup margin: 17.20 ns
  – Sum Neg Setup Slack: 0 ns

Hold path
  – Worst-case hold path end point: product[0]$_DFF_P_
  – Startpoint of the worst hold path: b[0]
  – Type of the tightest min-delay check: in2reg
  – Worst hold path depth: 3

Global route
  – Initial antenna violation count: 14
  – Pin count of the biggest net entering global routing: 66
  – Number of global-route vias before repair: 42.01k
  – Global route overflow: 0
  – First-pass GRT wire length: 314.4 mm
  – Overall global routing resource usage: 60.77%

Place
  – Total placed cells including tap cells: 6,058
  – Placer congestion estimate: 1.174
  – Placement Setup Slack: 17.31 ns
  – Cell area after placement: 0.04021 mm²
  – Post-detail-place hpwl: 162.3 mm
  – Buffers on Ports: 128

Floorplanning
  – Die Y-Extent: 276.6 µm
  – Number of top-level pins: 129
  – Placeable core region: 0.07457 mm²
  – Horizontal extent of the die: 276.6 µm
  – Die Area: 0.07651 mm²
  – Pre-Place Util: 50.56%
  – # rows: 100

Run
  – Number of OpenROAD warnings: 25
  – Count of max-cap constraint violations: 0
[layout by cell type (no fill, tap or decap), types with 109 or more instances in the layout]
| cell type | instances |
|---|---|
| sky130_fd_sc_hd__a21oi_1 | 375 |
| sky130_fd_sc_hd__a221oi_1 | 153 |
| sky130_fd_sc_hd__buf_4 | 284 |
| sky130_fd_sc_hd__fa_1 | 517 |
| sky130_fd_sc_hd__ha_1 | 129 |
| sky130_fd_sc_hd__inv_1 | 552 |
| sky130_fd_sc_hd__nand2_1 | 696 |
| sky130_fd_sc_hd__nor2_1 | 367 |
| sky130_fd_sc_hd__o21ai_0 | 486 |
| sky130_fd_sc_hd__o22ai_1 | 109 |
| sky130_fd_sc_hd__xnor2_1 | 222 |
| sky130_fd_sc_hd__xor2_1 | 117 |
[per-stage QoR]
stage               util [%]  hold WS (ns)
floorplan                  -         7.258
global placement       53.93         7.658
detailed placement     53.93         7.654
CTS                    54.31         7.293
global route           54.33         7.331
finish                 54.37         7.355
[cells by family (layout without fill, tap and decap cells)]
logic type,Yosys count,count (layout),share of synthesized area (%)
AND-OR/OR-AND,1690,1690,29.16
XOR/XNOR,352,352,8.177
adder cells (fa/ha/maj),646,646,31.73
buffers and inverters,1105,995,11.11
flip-flops,64,64,3.398
multiplexers,84,84,2.330
other,0,12,0
AND/OR/NAND/NOR,1274,1274,14.09
[synth_stat cells (10+ instances only)]
| cell | count |
|---|---|
| sky130_fd_sc_hd__nor2b_1 | 35 |
| sky130_fd_sc_hd__a2bb2oi_1 | 10 |
| sky130_fd_sc_hd__a221oi_1 | 153 |
| sky130_fd_sc_hd__or3_1 | 11 |
| sky130_fd_sc_hd__xor2_1 | 123 |
| sky130_fd_sc_hd__clkbuf_1 | 454 |
| sky130_fd_sc_hd__o211ai_1 | 62 |
| sky130_fd_sc_hd__a221o_1 | 66 |
| sky130_fd_sc_hd__nor2_1 | 370 |
| sky130_fd_sc_hd__a311oi_1 | 17 |
| sky130_fd_sc_hd__inv_1 | 552 |
| sky130_fd_sc_hd__nand4_1 | 17 |
| sky130_fd_sc_hd__nand2b_1 | 14 |
| sky130_fd_sc_hd__xnor2_1 | 229 |
| sky130_fd_sc_hd__nand2_1 | 696 |
| sky130_fd_sc_hd__clkinv_1 | 13 |
| sky130_fd_sc_hd__a31o_2 | 30 |
| sky130_fd_sc_hd__o221ai_1 | 46 |
| sky130_fd_sc_hd__nor3_1 | 33 |
| sky130_fd_sc_hd__dfxtp_1 | 64 |
| sky130_fd_sc_hd__a22oi_1 | 91 |
| sky130_fd_sc_hd__buf_1 | 64 |
| sky130_fd_sc_hd__o221a_2 | 11 |
| sky130_fd_sc_hd__o21ai_0 | 487 |
| sky130_fd_sc_hd__mux2_2 | 30 |
| sky130_fd_sc_hd__a22o_1 | 17 |
| sky130_fd_sc_hd__fa_1 | 517 |
| sky130_fd_sc_hd__mux2i_1 | 54 |
| sky130_fd_sc_hd__ha_1 | 129 |
| sky130_fd_sc_hd__nand3_1 | 38 |
| sky130_fd_sc_hd__o22ai_1 | 109 |
| sky130_fd_sc_hd__and2_1 | 11 |
| sky130_fd_sc_hd__a21o_1 | 79 |
| sky130_fd_sc_hd__a21oi_1 | 375 |
| sky130_fd_sc_hd__a211oi_1 | 25 |
| sky130_fd_sc_hd__buf_2 | 15 |
| sky130_fd_sc_hd__a31oi_1 | 34 |
[critical path: cells and delay by family]
kind / cells / cell delay [ns]
AOI/OAI and AO/OA: 7 / 2.08
adders and majority gates: 8 / 4.55
xor gates and xnor gates: 1 / 0.16
buffers and inverters: 8 / 1.97
and+or+nand+nor: 8 / 2.25
[worst max path at each step]
stage,depth (start not counted),end,slack (ns)
after global routing,32,product[60]$_DFF_P_,16.67
after CTS,32,product[60]$_DFF_P_,17.69
final,32,product[60]$_DFF_P_,17.20
[final cells by class]
type,count,area (µm²)
diodes,12,30.03
clock buffers,11,242.7
clock inverters,4,45.04
fillers,7217,34030
inverters,569,2136
multi-input cells,4046,32360
flip-flops and latches,64,1281
well taps,969,1212
repair buffers,411,3239
[layer usage]
| layer | global-route usage (%) | part of all wire, % | vias to the layer above |
|---|---|---|---|
| li1 | - | - | 17580 |
| met4 | 46.24 | 11 | 38 |
| met2 | 76.31 | 37 | 4482 |
| met5 | 13.38 | 0.62 | - |
| met3 | 42.80 | 19 | 1465 |
| met1 | 70.06 | 32 | 20410 |
