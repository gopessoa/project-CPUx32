===== design/flow/design.v =====
module div
 #(
   parameter bits = 32,
   parameter [(bits)-1:0] counter = 0
   )(
   input clock,
   input reset,
   input [(bits)-1:0] dividend,
   input [(bits)-1:0] divisor,
   output [(bits)-1:0] hi,
   output [(bits)-1:0] low
);
   reg [(bits)-1:0] dvnd [(bits+1)-1:0];
   reg [(bits)-1:0] dvsr [(bits+1)-1:0];
   reg [(bits)-1:0] quotient [(bits+1)-1:0];
   reg ready [(bits+1)-1:0];
    always @(*) begin
      dvnd[0] = dividend;
      dvsr[0] = divisor;
      quotient[0] = 0;
    end
    generate
        genvar i;
        for (i=0; i<32; i=i+1) begin:gen_div
          wire [i:0] a = dvnd[i]>>(31-i);
          wire [i:0] b = dvsr[i];
          wire x = (|(dvsr[i]>>(i+1))) ? 1'b0 : (a>=b);
          wire [i:0] aux1 = x ? (a-b) : a;
          wire [31:0] aux2 = dvnd[i]<<(i+1);
          wire [32+i:0] accumulator = {aux1, aux2}>>(i+1);
          if (counter[31-i]) begin:gen_ff
            always @ (posedge clock or posedge reset) if (reset) dvnd[i+1] <= 0; else
            dvnd[i+1] <= accumulator;
            always @ (posedge clock or posedge reset) if (reset) dvsr[i+1] <= 0; else
            dvsr[i+1] <= dvsr[i];
            always @ (posedge clock or posedge reset) if (reset) quotient[i+1] <= 0; else
            quotient[i+1] <= quotient[i]|(accumulator<<(31-i));
          end else begin:gen_comb
            always @* begin
                dvnd[i+1] = accumulator;
                dvsr[i+1] = dvsr[i];
                quotient[i+1] = quotient[i]|(x<<(31-i));
            end
          end
        end
    endgenerate
    assign hi = quotient[32];
    assign low = dvnd[32];
endmodule

===== design/flow/run.sh =====
#!/bin/bash
# OpenROAD 26Q1-2900-gdf79404cd8, Yosys 0.63+post, stock flow scripts
make -C /OpenROAD-flow-scripts/flow DESIGN_CONFIG=/design/flow/config.mk WORK_HOME=/design/flow/orfs finish

===== design/flow/constraint.sdc =====
current_design div

set clk_period 278.4
set clk_io_pct 0.2

create_clock -name clk0 -period $clk_period

set non_clock_inputs [all_inputs -no_clocks]
set_input_delay [expr $clk_period * $clk_io_pct] -clock clk0 $non_clock_inputs
set_output_delay [expr $clk_period * $clk_io_pct] -clock clk0 [all_outputs]

===== design/flow/config.mk =====
export PLATFORM = sky130hd
export DESIGN_NAME = div
export DESIGN_NICKNAME = div
export VERILOG_FILES = /design/flow/design.v
export SDC_FILE = /design/flow/constraint.sdc
export NUM_CORES = 4
export LEC_CHECK = 1
export CORE_UTILIZATION = 30

==> deck_impl_summary.md <==
Implementation Results

Finish
  – Logic area: roughly 0.033 mm2
  – Storage element area: 0 um2
  – Layout cells sized above 1: roughly 5.7%
  – Layout fillers: ~12,000
  – Non-Filler Instances: 6,772
  – Post-layout util: roughly a third
  – Area grow syn2layout: 8.950%
  – Final instance area: around 0.038 mm2
  – Clk_buf instances: 0
  – Flop count: 0

Setup path
  – Worst setup EP type: output port
  – Startpoint Class: input port
  – Worst Path Max Fanout: 42
  – Most used cell, CP: ha_1
  – Critical path's largest stage delay: between 0.8 and 0.9 ns
  – Worst Setup Path Type: input port to output port
  – CP arrival: 149.03 ns
  – Worst EP required: roughly 220 ns
  – Slowest CP cell: o31ai_1

CTS
  – Buffer count from post-CTS setup fixing: 0
  – CTS Hold Bufs: 0
  – Post-cts gate resize count: 0

Synth
  – Distinct cell type count after synthesis: about 110
  – Syn avg cell area: around 6.7 um2
  – YS warnings: 4
  – Area fraction in xor and xnor cells: roughly 9%
  – Post-Synth Adder-Cell Area: between 20% and 30%
  – Ys cells: between 5,000 and 6,000
  – Synthesis area per yosys: around 0.035 mm2
  – Synth logic family: AND-OR/OR-AND gates
  – Synth Cell Area: 0.03488 mm2
  – Aoi share: 36.35%
  – Post-synthesis sequential area ratio: 0%
  – Mux contribution to synthesized area: under 10%
  – AND/OR/NAND/NOR Cells, Area Fraction: between 20 and 30%
  – Mapped Cells: between 5,000 and 6,000

GRT
  – Initial antenna violation count: 2
  – Largest net degree at the start of global routing: 43
  – Vias in the first global route: roughly 37,000
  – First-pass GRT wire length: 225,200 um
  – Gr usage total: approximately 25%
  – Total overflow reported by the global router: 0

Worst hold path
  – Tightest Hold Check Type: input port to output port
  – Worst Hold Depth: 5
  – Hold Path End: hi[31]
  – Hold_sp: divisor[1]

STA
  – Worst Tran Pin Value: ~1 ns
  – Fin worst setup slack: around 74 ns
  – Fin crit share: approximately 74%
  – Final setup fails: 0
  – RSZ-0062 raised after global routing: no
  – TNS Setup: 0 ns
  – Fmax: around 0.0049 GHz
  – Slew headroom: between 30% and 40%
  – Slew Viols, Final: 0
  – Final hold violation count: 0
  – Tmin final: between 200 and 250 ns

Die
  – Die Height: between 300 and 400 um
  – Chip Area: approximately 0.12 mm2
  – Core area: about 0.11 mm2
  – Fp util: a little under a third
  – Chip Width: ~340 um
  – Row Count: approximately 120
  – # IOs: roughly 130

Detailed routing
  – Initial DRC Count: between 3,000 and 4,000
  – WL/cell: 22.31 um
  – Routed via count: around 40,000
  – Vias per cell: 5.889
  – Pre-Repair DR Iteration Count: 8
  – Number of remaining DRC errors: 0
  – DRT Wirelength: roughly 150,000 um
  – Routed Antenna Nets: 0

Placement
  – Tally of buffers added on design ports: between 100 and 150
  – Post-Place Cells: between 6,000 and 7,000
  – Placed cell area: between 0.03 and 0.04 mm2
  – Hpwl dp: around 120,000 um
  – DP Worst Slack: approximately 76 ns
  – Placer Congestion: 1.029

Flow run
  – Max-cap violations: 0
  – Log Warnings: 35

Outcome
  – Status: finished, final reports clean

Power and ir drop
  – Peak VDD IR: ~0.0021 mV
  – Lkg Pwr: about 17 nW
  – Pwr dens: 2.873 mW/mm2
## worst max-delay path, delay by kind of cell
family                     cells  cell delay, ns
adders and majority gates     31           10.96
and+or+nand+nor               82           19.17
buffers and inverters         46           12.36
muxes                          5            2.52
AOI/OAI and AO/OA            154           47.94
## report_power, final
group / leakage (nW) / switching [W] / total, W / internal [W]
sequential: 0 / 0 / 0 / 0
combinational: 16.9 / 0.0000621 / 0.000109 / 0.0000471
clock: 0.0000123 / 0 / 0.000000000000368 / 0.000000000000356
## area by class of cell
type | count | area share (%)
Tap cell | 1512 | 4.978
Inverter | 264 | 2.608
Antenna cell | 2 | 0.01317
Timing Repair Buffer | 218 | 5.130
Multi-Input combinational cell | 4776 | 87.27
## cell usage in the layout, fill, tap and decap left out, drive strengths merged, types with 107 or more instances in the layout
cell             n
a21oi          475
ha             528
nand3          107
nor3           140
o21ai          355
nand2          520
inv            258
o21a           160
clkdlybuf4s50  126
a21o           233
xnor2          258
nor2           527
## worst max-delay path by stage
stage                 slack [ns]  depth (start not counted)  endpoint   startpoint
after CTS                  75.61                        315   low[18]  divisor[16]
after global routing       68.42                        316   low[18]  divisor[16]
final                      73.69                        318   low[18]  divisor[16]
## per-layer routing
metal	GRT usage, %	vias to the layer above	share of wire (%)	wire length (um)
met5	0	-	0	0
met4	8.454	0	4.2	6353
met3	3.550	249	7.8	11730
met2	38.91	1524	42	64030
met1	36.25	18540	46	69000
li1	-	19560	-	-
## synthesized netlist by cell type (67+ instances only)
master / number / share of area, %
nor2_1: 526 / 5.7
nor3_1: 137 / 2.0
o21bai_1: 68 / 1.5
o21ai_0: 342 / 4.9
xnor2_1: 258 / 6.5
nand2_1: 519 / 5.6
nand2b_1: 79 / 1.4
clkbuf_1: 86 / 0.93
a21oi_1: 470 / 6.7
ha_1: 528 / 19
mux2_2: 67 / 2.2
nand3_1: 107 / 1.5
xor2_1: 105 / 2.6
o21a_1: 160 / 3.4
a31oi_1: 73 / 1.3
nor2b_1: 92 / 1.7
a21o_1: 233 / 5.0
inv_1: 253 / 2.7
nand4_1: 77 / 1.4
## through the flow
| step | hold slack, ns | total power [W] |
|---|---|---|
| 2_1_floorplan | 111.44 | 0.00007551 |
| 3_3_place_gp | 112.47 | 0.0001074 |
| 3_5_place_dp | 112.49 | 0.0001071 |
| 4_1_cts | 112.49 | 0.0001080 |
| 5_1_grt | 112.55 | 0.0001196 |
| 6_report | 112.46 | 0.0001092 |
## cells by family after synthesis
family | after synthesis
AND-OR/OR-AND | 1893
XOR/XNOR | 363
adder cells (fa/ha/maj) | 559
buffers and inverters | 424
multiplexers | 115
AND/OR/NAND/NOR | 1846
Power figures rest on the tool's default switching activity, not on a simulated workload.
