[flow/config.mk]
export PLATFORM = sky130hd
export DESIGN_NAME = mux_memToReg
export DESIGN_NICKNAME = mux_memToReg
export VERILOG_FILES = /design/flow/design.v
export SDC_FILE = /design/flow/constraint.sdc
export NUM_CORES = 4
export LEC_CHECK = 1
export CORE_AREA = 10 10 120 120
export DIE_AREA = 0 0 130 130
[flow/run.sh]
#!/bin/bash
# OpenROAD 26Q1-2900-gdf79404cd8, Yosys 0.63+post, stock flow scripts
make -C /OpenROAD-flow-scripts/flow DESIGN_CONFIG=/design/flow/config.mk WORK_HOME=/design/flow/orfs finish
[flow/design.v]
module mux_memToReg(
    input wire [3:0] selector,
    input wire [31:0] data_0,
    input wire [31:0] data_1,
    input wire [31:0] data_2,
    input wire [31:0] data_3,
    input wire [31:0] data_4,
    input wire [31:0] data_5,
    input wire [31:0] data_6,
    input wire [31:0] data_7,
    output wire [31:0] memToReg
);
    wire [31:0] A1; 
    wire [31:0] A2;
    wire [31:0] A3;
    wire [31:0] A4;
    wire [31:0] A5;
    wire [31:0] A6;
    wire [31:0] A7;
    assign A1 = (selector[0]) ? data_1 : data_0; 
    assign A2 = (selector[0]) ? data_3 : data_2; 
    assign A5 = (selector[1]) ? A2 : A1; 
    assign A3 = (selector[0]) ? data_5 : data_4; 
    assign A4 = (selector[0]) ? data_7 : data_6;
    assign A6 = (selector[1]) ? A4 : A3;
    assign A7 = (selector[2]) ? A6 : A5;
    assign memToReg = (selector[3]) ? 32'b00000000000000000000000011100011 : A7;
endmodule
[flow/constraint.sdc]
current_design mux_memToReg

set clk_period 2.1
set clk_io_pct 0.2

create_clock -name clk0 -period $clk_period

set non_clock_inputs [all_inputs -no_clocks]
set_input_delay [expr $clk_period * $clk_io_pct] -clock clk0 $non_clock_inputs
set_output_delay [expr $clk_period * $clk_io_pct] -clock clk0 [all_outputs]
==> results.json <==
{
  "syn2layout_area_growth_pct": 154,
  "syn_avg_cell_area_um2": 12.8,
  "critPathRequiredTime_ns": 1.68,
  "nClkBuffers": 0,
  "ir_drop_mv": 0.0708,
  "p_leak_uw": 0.00233,
  "ys_types": 14,
  "first_global_vias": 3330,
  "routed_via_density": 4.59,
  "wl_mm": 13.3,
  "yosys-stat-cells": 168,
  "drive_gt1_frac": 0.271,
  "place_inst": 610,
  "pin_count": 292,
  "maxCapViolations": 0,
  "synth_area_mm2": 0.00214,
  "worst_pin_slew_ns": 0.285,
  "final_cell_mix": "clkdlybuf4s50_1, mux4_2, mux2i_1",
  "warnings": 34,
  "hold_viol": 0,
  "gr-usage-all-layers": 0.153,
  "top_cell_area_share": 0.399,
  "drt_iter0_drc": 64,
  "initCoreUtil": 0.180,
  "power_uw": 1040,
  "min_period_ns": 2.04,
  "yosysWarningCount": 0,
  "netlist_instances": 168,
  "final_common_cell": "clkdlybuf4s50_1",
  "post_drt_wl_per_cell_um": 21.4,
  "slew-limit-headroom": 0.810,
  "critPathKind": "input pin to output pin",
  "stdcell_count": 624,
  "top_area_cell": "mux4_2",
  "ys_seq_share": 0,
  "dp_slack_ns": -0.341,
  "seq_area_um2": 0,
  "use_met2": 0.265,
  "chipWidth_um": 130,
  "hpwl_mm": 11.6,
  "max_stage_delay_ns": 0.47,
  "chip_area_mm2": 0.0169,
  "dr_total_vias": 2866,
  "cp-startpoint": "data_7[9]",
  "crit_path_end_kind": "output pin",
  "whs_ns": 1.38,
  "seq_cell_count": 0,
  "cp_max_fo": 1,
  "die_h_um": 130,
  "top_usage_layer": "met2",
  "antenna_found_initial": 1,
  "grt_use_met1": 0.184,
  "path_depth": 5,
  "grt-ovfl-total": 0,
  "slew_viol_final": 0,
  "crit_path_start_kind": "input pin",
  "crit_buf_inv": 2,
  "setup_violations": 0,
  "fp-row-count": 40,
  "fmax_mhz": 490,
  "path_cells": "clkdlybuf4s50_1 > mux4_2 > mux2i_1 > nor2_1 > buf_2",
  "drc": 0,
  "drtAntennaViolNets": 0,
  "hold_path_depth": 5,
  "synth_chip_area_mm2": 0.00214,
  "hold_path_class": "input pin to output pin",
  "rsz0062_at_grt": "true",
  "fin_tns_setup_ns": 0,
  "grt_max_degree": 21,
  "grt_first_pass_wirelength_mm": 19.5,
  "critPathTopFamily": "multiplexers",
  "power_density_mw_per_mm2": 191,
  "port_buffers": 292,
  "met3_usage": 0.0642,
  "outcome": "finished, final reports clean",
  "cp-endpoint": "memToReg[9]",
  "arrival_ns": 1.62,
  "first_pass_iters": 4,
  "fin_crit_sh": 0.972,
  "cp_slowest_cell": "mux4_2",
  "topCellsByArea": "mux4_2, mux2i_1, mux4_1, nor2_1, a22oi_1",
  "core-area_mm2": 0.0119,
  "setup_slack_ns": 0.0578,
  "gp_congestion": 0.901
}
-- cell families (layout without fill, tap and decap cells) --
family | after synthesis | in the layout | synth area share
AOI/OAI and AO/OA | 15 | 15 | 0.0525
buffers and inverters | 21 | 329 | 0.0747
and+or+nand+nor | 31 | 31 | 0.0578
muxes | 101 | 101 | 0.815
other | 0 | 1 | 0
-- cell usage after synthesis --
cell type and n:
a21o_1 5, a22oi_1 10, and2_1 1, buf_12 3, buf_2 11, buf_4 1
buf_6 1, clkbuf_1 3, clkbuf_4 2, mux2i_1 47, mux4_1 16, mux4_2 38
nor2_1 28, nor2b_1 2
-- through the flow --
step	instance area, um2	utilization
finish	5440	0.456
floorplan	2140	-
detailed placement	5340	0.448
global placement	5340	0.448
CTS	5510	0.463
global route	5430	0.456
-- layer usage --
layer  vias up  wire [um]
met5         -          0
met4         0         74
met3         4       1640
met2       171       6650
met1      1347       4980
li1       1344          -
-- timing repair --
item / in CTS / in global routing
hold buffers: 0 / 0
gates resized: 149 / 27
pin swaps: 16 / 9
endpoints found under the setup margin: 32 / 16
buffers inserted: 10 / 1
cloned: 5 / 0
-- worst min-delay path by stage --
stage / endpoint / start
4_1_cts: memToReg[31] / selector[0]
6_report: memToReg[12] / data_7[12]
5_1_grt: memToReg[31] / selector[0]
-- power breakdown --
part	internal, uW	switching, uW
registers	0	0
clock network	0.0000637	0
logic	761	277
-- final cells by class --
cell class,count,area [um2]
Timing Repair Buffer,329,3280
Antenna cell,1,2.50
Multi-Input combinational cell,147,1970
Tap cell,147,184
Fill cell,1167,6480
Power figures rest on the tool's default switching activity, not on a simulated workload.
